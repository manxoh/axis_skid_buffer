==> flow/design.v <==
module pipe_skid_buffer #(
   parameter DWIDTH    =  8                                 
) 
(
   input  logic                clk             ,            
   input  logic                rstn            ,            
   input  logic [DWIDTH-1 : 0] i_data          ,            
   input  logic                i_valid         ,            
   output logic                o_ready         ,            
   output logic [DWIDTH-1 : 0] o_data          ,             
   output logic                o_valid         ,             
   input  logic                i_ready                       
) ;
localparam PIPE  = 1'b0 ;
localparam SKID  = 1'b1 ;
logic                state_rg                                  ;         
logic [DWIDTH-1 : 0] data_rg, sparebuff_rg                     ;         
logic                valid_rg, sparebuff_valid_rg, ready_rg    ;         
logic                ready                                     ;         
always @(posedge clk) begin
   if (!rstn) begin
      state_rg           <= PIPE ;
      data_rg            <= '0   ;     
      sparebuff_rg       <= '0   ;
      valid_rg           <= 1'b0 ;
      sparebuff_valid_rg <= 1'b0 ;
      ready_rg           <= 1'b0 ;
   end
   else begin
      case (state_rg)   
         PIPE : begin
            if (ready) begin
               data_rg            <= i_data  ;  
               valid_rg           <= i_valid ;
               ready_rg           <= 1'b1    ;               
            end
            else begin
               sparebuff_rg       <= i_data  ;
               sparebuff_valid_rg <= i_valid ;
               ready_rg           <= 1'b0    ;
               state_rg           <= SKID    ;
            end
         end
         SKID : begin
            if (ready) begin
               data_rg  <= sparebuff_rg       ;
               valid_rg <= sparebuff_valid_rg ;               
               ready_rg <= 1'b1               ;
               state_rg <= PIPE               ;               
            end
         end
      endcase
   end
end
assign ready   = i_ready || ~valid_rg ;
assign o_ready = ready_rg             ;
assign o_data  = data_rg              ;
assign o_valid = valid_rg             ;
endmodule
==> flow/run.sh <==
#!/bin/bash
# OpenROAD 26Q1-2900-gdf79404cd8, Yosys 0.63+post, stock flow scripts
make -C /OpenROAD-flow-scripts/flow DESIGN_CONFIG=/design/flow/config.mk WORK_HOME=/design/flow/orfs finish
==> flow/config.mk <==
export PLATFORM = sky130hd
export DESIGN_NAME = pipe_skid_buffer
export DESIGN_NICKNAME = pipe_skid_buffer
export VERILOG_FILES = /design/flow/design.v
export SDC_FILE = /design/flow/constraint.sdc
export NUM_CORES = 4
export LEC_CHECK = 1
export CORE_AREA = 10 10 101 101
export DIE_AREA = 0 0 111 111
==> flow/constraint.sdc <==
current_design pipe_skid_buffer

set clk_period 1.8
set clk_io_pct 0.2

create_clock -name clk0 -period $clk_period [get_ports {clk}]

set non_clock_inputs [all_inputs -no_clocks]
set_input_delay [expr $clk_period * $clk_io_pct] -clock clk0 $non_clock_inputs
set_output_delay [expr $clk_period * $clk_io_pct] -clock clk0 [all_outputs]
==> impl_metrics.py <==
# Synthesis and PnR figures
metrics = {
    "logic_synthesis": {
        "synth_seq_share_pct": 46.2,
        "ys_chip_area_sq_um": 867,
        "ys_seq_elements": 20,
        "syn-instance-count": 88,
        "synth_cell_types": 15,
        "yosys_warnings": 1,
        "ys_cells": 88,
        "syn_avg_cell_area_sq_um": 9.85,
        "syn_area_sq_um": 867,
    },
    "detailed_routing": {
        "vias_per_cell": 3.08,
        "drtIter0Drc": 11,
        "drc": 0,
        "wl_per_cell_um": 10.4,
        "wl_mm": 2.24,
        "first_pass_iters": 2,
        "ant_nets": 0,
        "num_vias": 659,
        "diodes": 0,
    },
    "clock_tree": {
        "clockBufferDepth": 2,
        "cts_resized": 0,
        "cts.sinks": 20,
        "cts_hold_buf": 0,
        "cts-root-buf": "clkbuf_8",
        "cts_tree": "done",
        "clk_latency_ns": 0.25,
        "cts_buffers": 3,
        "clk_pin_slew_ns": 0.07,
        "htreeDepth": 1,
        "post-cts-setup-buffers": 0,
    },
    "pwr": {
        "total_power_mw": 0.905,
        "combPwrFrac_pct": 15.0,
        "power_density_nw_per_um2": 734,
        "p_seq_share_pct": 53.5,
        "swShare_pct": 22.4,
        "irDropWorstVdd_mv": 0.259,
        "power_frac_clock_pct": 31.5,
        "power_switching_mw": 0.203,
        "leakage_nw": 0.408,
        "p_int_mw": 0.702,
    },
    "final_layout": {
        "fillCellCount": 903,
        "fin_util_pct": 15.2,
        "fin_cells": 214,
        "design_area_sq_um": 1230,
        "drive_above_1_share_pct": 8.26,
        "seqCellArea_sq_um": 400,
        "syn2layout_area_growth_pct": 42.3,
        "comb_area_sq_um": 405,
    },
    "global_routing": {
        "grt_pass1_vias": 683,
        "antenna_found_initial": 0,
        "grt_pass1_wl_mm": 3.56,
        "overflow": 0,
        "grt_max_degree": 12,
        "track_usage_pct": 3.56,
    },
    "sta": {
        "worst_slew_pin_slew_ns": 0.615,
        "fin_crit_ns": 1.45,
        "fin_tns_setup_ns": 0,
        "fin_crit_sh_pct": 80.3,
        "fin_skew_ns": 0.00493,
        "final_hold_viol_count": 0,
        "rsz0062_at_grt": "false",
        "hold_ws_ns": 0.458,
        "slew_violations": 0,
        "fmax_mhz": 692,
        "setup_viol": 0,
        "timing.slew.headroom_pct": 58.9,
        "worst_slack_ns": 0.355,
    },
    "placed_design": {
        "pre_cts_ws_ns": 0.265,
        "place_area_sq_um": 1190,
        "place_congestion": 0.714,
        "dpl.cell_count": 211,
        "port_buffers": 21,
        "dp_hpwl_mm": 1.76,
    },
    "critical_path": {
        "crit_path_cell_trace": "clkdlybuf4s50_1",
        "crit_fanout": 2,
        "start_kind": "register",
        "slowest_stage": "clkdlybuf4s50_1",
        "cp_num_buf_inv": 1,
        "critPathMaxStageDelay_ns": 0.49,
        "crit_family": "buffers and inverters",
        "worstSetupEndpointType": "output pin",
        "crit_type": "register to output pin",
        "critPathRequiredTime_ns": 1.44,
        "cp_data_arrival_time_ns": 1.09,
    },
    "floorplan": {
        "rows": 33,
        "die_w_um": 111,
        "dieArea_sq_um": 12300,
        "fp_util_pct": 10.7,
        "ios": 22,
        "die_h_um": 111,
        "coreArea_sq_um": 8130,
    },
    "worst_hold_path": {
        "hold_path_class": "register to register",
    },
    "job": {
        "drv_cap": 0,
        "tool_warnings": 25,
    },
    "run_status": {
        "status": "finished clean",
    },
}
==> state kept, by name, summed over array words and instances, names as in the netlist <==
name / count
data_rg: 8
ready_rg: 1
sparebuff_rg: 8
sparebuff_valid_rg: 1
state_rg: 1
valid_rg: 1
==> layout by cell type, fill, tap and decap left out <==
cell             Yosys  routed
a21oi_1              1       1
nor3b_1              8       8
a211oi_1             8       8
a31oi_1              1       1
mux2i_1             18      18
buf_4                1       5
nand2_1             19      19
nor3b_2              1       1
nand2b_1             1       1
clkbuf_8             0       3
clkdlybuf4s50_1      0      21
nor2_1               1       1
inv_1                2       2
dfxtp_1             20      20
==> path summary, 6_finish.rpt <==
check | slack, ns | from | to | depth (start not counted)
worst max-delay path | 0.35 | data_rg[7] | o_data[7] | 1
worst min-delay path | 0.46 | sparebuff_valid_rg | sparebuff_valid_rg | 2
worst max register to register | 0.53 | state_rg | sparebuff_rg[4] | 3
worst min register to register | 0.46 | sparebuff_valid_rg | sparebuff_valid_rg | 2
==> cells in the mapped netlist, drive strengths merged <==
| cell type | instances | area share [%] |
|---|---|---|
| mux2i | 18 | 21 |
| nand2b | 1 | 0.72 |
| a211oi | 8 | 6.9 |
| clkbuf | 1 | 0.43 |
| a31oi | 1 | 0.72 |
| inv | 2 | 0.87 |
| a21oi | 1 | 0.58 |
| nor2 | 1 | 0.43 |
| nor3b | 9 | 8.4 |
| nand2 | 19 | 8.2 |
| dfxtp | 20 | 46 |
| buf | 7 | 5.8 |
==> logic make-up after synthesis <==
family | share of synthesized area [%]
multiplexers | 20.8
buffers and inverters | 7.07
AND/OR/NAND/NOR | 17.7
AND-OR/OR-AND | 8.23
flip-flops | 46.2
==> layer usage <==
metal	GRT usage, %	vias up	wire (um)
li1	-	343	-
met1	3.97	302	965
met2	6.25	12	1110
met3	1.75	2	151
met4	0.174	0	12
met5	0	-	0
==> cell type report <==
class | count | area share (%)
flip-flops and latches | 20 | 32.5
well taps | 105 | 10.6
multi-input cells | 58 | 32.9
inverters | 2 | 0.609
clock buffers | 3 | 3.35
repair buffers | 26 | 20.1
==> power by group through the flow <==
stage                 sequential [mW]  clock (mW)  combinational [mW]
final                           0.485       0.285               0.136
after global routing            0.489       0.314               0.149
after CTS                       0.485       0.294               0.140
No activity file was given, so power comes from the tool's default toggle rates.
