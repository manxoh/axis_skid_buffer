==> design/flow/run.sh <==
#!/bin/bash
# OpenROAD 26Q1-2900-gdf79404cd8, Yosys 0.63+post, stock flow scripts
make -C /OpenROAD-flow-scripts/flow DESIGN_CONFIG=/design/flow/config.mk WORK_HOME=/design/flow/orfs finish
==> design/flow/config.mk <==
export PLATFORM = sky130hd
export DESIGN_NAME = skid_buffer
export DESIGN_NICKNAME = skid_buffer
export VERILOG_FILES = /design/flow/design.v
export SDC_FILE = /design/flow/constraint.sdc
export NUM_CORES = 4
export LEC_CHECK = 1
export CORE_AREA = 10 10 70 70
export DIE_AREA = 0 0 80 80
==> design/flow/constraint.sdc <==
current_design skid_buffer

set clk_period 1.2
set clk_io_pct 0.2

create_clock -name clk0 -period $clk_period [get_ports {clk}]

set non_clock_inputs [all_inputs -no_clocks]
set_input_delay [expr $clk_period * $clk_io_pct] -clock clk0 $non_clock_inputs
set_output_delay [expr $clk_period * $clk_io_pct] -clock clk0 [all_outputs]
==> design/flow/design.v <==
module skid_buffer #(
   parameter DWIDTH    =  4                                 
) 
(
   input  wire                clk             ,            
   input  wire                rstn            ,            
   input  wire [DWIDTH-1 : 0] i_data          ,            
   input  wire                i_valid         ,            
   output reg                 o_ready         ,            
   output reg [DWIDTH-1 : 0]  o_data          ,             
   output reg                 o_valid         ,             
   input  wire                i_ready                       
) ;
reg                ready_rg   ;         
reg [DWIDTH-1 : 0] data_rg    ;         
reg                bypass_rg  ;         
always @(posedge clk) begin
   if (!rstn) begin
      ready_rg  <= 1'b0 ;
      data_rg   <= '0   ;     
      bypass_rg <= 1'b1 ;
   end
   else begin
      if (bypass_rg) begin
         ready_rg <= 1'b1 ;
         if (!i_ready && i_valid && ready_rg) begin
            ready_rg  <= 1'b0   ;            
            data_rg   <= i_data ;         
            bypass_rg <= 1'b0   ;         
         end 
      end
      else begin
         if (i_ready) begin
            ready_rg  <= 1'b1   ;            
            bypass_rg <= 1'b1   ;         
         end
      end      
   end
end
assign o_ready = ready_rg                                   ;        
assign o_data  = bypass_rg ? i_data  : data_rg              ;         
assign o_valid = bypass_rg ? (i_valid & ready_rg) : 1'b1    ;         
endmodule
==> impl_metrics.toml <==
# physical design summary
[synth]
syn_area_per_cell_um2 = 10.22
netlist_instances = 30
synth_top_area_share = 0.3918
ys_seq_elements = 6
async_reset_ff_frac = 0
ys_types = 12
topCellsByArea = "dfxtp_1, mux2i_1, mux2_2"
most_common_cell = "nand2_1"
syn_area_um2 = 306.5
synth-main-ff-cell = "dfxtp_1"
top_area_cell = "dfxtp_1"
synth-warning-count = 4
yosys_cells = 30
common_cells = "nand2_1, dfxtp_1, mux2i_1"
ys_seq_frac = 0.3918
synth-edff-count = 0
ys_area_um2 = 306.5

[clock_tree]
clk_pin_slew_ps = 40
cts_tree = "yes"
cts.sinks = 6
clk_path_buf_depth = 2
cts_hold_buf = 0
clkLatencyLatePin_ps = 240
cts-root-buf = "clkbuf_4"
cts_buffers = 3
htreeDepth = 1

[outcome]
outcome = "finished, violations left"
violations = "setup timing"

[die]
die_h_um = 80
dieArea_um2 = 6400
core_area_um2 = 3416
fp-utilization = 0.08974
ioPinCount = 14
num_rows = 21
die_w_um = 80

[final_timing]
fmax_mhz = 740.4
finalCriticalPeriod_ps = 1351
finClkSkew_ps = 2.810
setup_violations = 5
rsz0062_at_grt = "yes"
final_max_slew_viol_count = 0
timing.final.hold_violations = 0
period_used_share = 1.125
tightestPinTransition_ps = 241.9
slew_headroom = 0.8375
fin_ws_ps = -150.6

[detailed_routing]
dr_total_vias = 280
drt_drc_violations_left = 0
drt_iter0_markers = 21
wl_per_cell_um = 9.093
via_per_inst = 2.887
wl_um = 882
antenna_cells = 0
drt_first_pass_iters = 5
ant_nets = 0

[pwr]
power.switching_mw = 0.1035
sw_frac_of_total = 0.2070
p_leak_nw = 0.2485
p_per_area_nw_per_um2 = 878.4
intPower_mw = 0.3966
ir_worst_vdd_mv = 0.2000
pwr-share-clk = 0.358
power_frac_seq = 0.428
combinationalPowerShare = 0.214

[placed_design]
dp_slack_ps = -406.4
hpwl_um = 658.2
io_buffers = 13
gp_congestion = 0.7199
place_inst = 91

[cells_and_area]
num-fill-cells = 383
fin_util = 0.1667
layout-drive-gt1-share = 0.4510
final_cell_count_no_fill = 97
areaGrowthSynthToFinish_pct = 85.71

[grt]
track_usage = 0.02945
antenna_found_initial = 0
grt_max_degree = 11
grt_pass1_vias = 326
grt_pass1_wl_um = 1566
overflow = 0

[worst_hold_path]
whs_path_depth = 3
hold_start = "i_data[2]"
hp-class = "in -> reg"
min_to = "data_rg[2]"

[worst_setup_path]
r2r-end = "ready_rg"
crit_path_max_fanout = 5
r2r_cells = 4
critPathArrivalTime_ps = 1110
ff2ff_setup_slack_ps = 190
critPathKind = "reg -> out"
required_ps = 960
start_kind = "flip-flop"
r2r-start = "ready_rg"
cp-end-kind = "primary output"

[flow_run]
drv_cap = 0
warnings = 27
==> kinds of logic after synthesis <==
family,Yosys count,synth area share
AND-OR/OR-AND,1,0.03265
multiplexers,8,0.2775
AND/OR/NAND/NOR,12,0.2122
flip-flops,6,0.3919
buffers and inverters,3,0.08570
==> registers in the layout (all words and copies together), names as in the netlist <==
signal,count
ready_rg,1
bypass_rg,1
data_rg,4
==> layout by cell type (no fill, tap or decap), drive strengths merged <==
cell type / netlist / final
a21bo: 1 / 1
clkdlybuf4s50: 0 / 5
and4b: 1 / 1
dlygate4sd2: 0 / 4
nand3b: 1 / 1
mux2: 4 / 4
mux2i: 4 / 4
dfxtp: 6 / 6
nor3: 1 / 1
buf: 3 / 12
nand2: 8 / 8
nor3b: 1 / 1
clkbuf: 0 / 3
==> metal layers <==
layer,vias to the layer above,global-route usage,share of wire
li1,144,-,-
met1,128,0.03669,0.42
met2,6,0.04815,0.51
met3,2,0.005682,0.036
met4,0,0.01232,0.031
met5,-,0,0
==> through the flow <==
step	TNS (ps)	hold slack, ps	instance area [um^2]	total power [mW]
final	-686.4	419.8	569.3	0.5001
after CTS	-772.6	407.0	563.0	0.5097
after global routing	-876.6	445.9	569.3	0.5251
after detailed placement	-2454	452.2	505.5	0.3196
after floorplan	0	345.9	306.5	0.2514
after global placement	-2487	443.1	505.5	0.3186
==> power by group through the flow <==
| stage | combinational (mW) | sequential, mW | clock, mW |
|---|---|---|---|
| CTS | 0.106 | 0.214 | 0.190 |
| global route | 0.119 | 0.215 | 0.191 |
| finish | 0.107 | 0.214 | 0.179 |
==> worst max-delay path: stages (launching register included) <==
cell	delay [ps]
dfxtp_4	350
buf_6	120
mux2_4	290
buf_6	110
==> worst max-delay path by stage <==
stage / from / end / slack (ps) / cells after the start
CTS: bypass_rg / o_data[3] / -170 / 3
global route: bypass_rg / o_data[1] / -190 / 3
finish: bypass_rg / o_data[3] / -150 / 3
==> area by class of cell <==
cell class,instances,area [um^2],area share
Clock buffer,3,22.52,0.03956
Multi-Input combinational cell,21,175.2,0.3077
Sequential cell,6,125.1,0.2198
Tap cell,46,57.56,0.1011
Timing Repair Buffer,21,188.9,0.3319
==> timing repair <==
item | in CTS | in global routing
setup endpoints to repair | 6 | 5
pin swaps | 1 | 0
gates resized | 28 | 1
setup buffers | 3 | 0
No activity file was given, so power comes from the tool's default toggle rates.
